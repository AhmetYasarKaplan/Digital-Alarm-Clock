--- /design/flow/design.v ---
module clock_time_alarm_controller(
  input clk,
  input reset,
  input [1:0] KeyCode,
  input KeyCodeAvailable,
  input [23:0] hhmmss,
  input [23:0] alarm_time,
  input alarm_time_enabled,
  input [1:0] mode,
  output reg [23:0] temp_time,
  output reg [23:0] new_time_hhmmss,
  output reg ld_timeofdayreg,
  output reg ld_alarmreg,
  output reg toggle_alarm,
  output reg clrBuffer
);
  localparam ENTER_BUTTON = 2'b01;
  localparam ESC_BUTTON = 2'b10;
  localparam DISPLAY_MODE = 2'b00;
  localparam SET_CLOCK_MODE = 2'b01;
  localparam SET_ALARM_MODE = 2'b10;
  reg [1:0] last_mode;
  always @(posedge clk or posedge reset) begin
    if (reset) begin
      last_mode <= DISPLAY_MODE;
      temp_time <= 24'b0;
      ld_timeofdayreg <= 1'b0;
      ld_alarmreg <= 1'b0;
      toggle_alarm <= 1'b0;
      clrBuffer <= 1'b0;
    end else begin
      ld_timeofdayreg <= 1'b0;
      ld_alarmreg <= 1'b0;
      clrBuffer <= 1'b0;
      if (mode != last_mode) begin
        last_mode <= mode;
        case (mode)
          SET_CLOCK_MODE: temp_time <= 24'b0;  
          SET_ALARM_MODE: temp_time <= alarm_time;  
          default: temp_time <= 24'b0;  
        endcase
      end else begin
        case (mode)
          SET_CLOCK_MODE: begin
            if (KeyCodeAvailable) begin
              case (KeyCode)
                ENTER_BUTTON: begin
                  new_time_hhmmss <= temp_time; 
                  ld_timeofdayreg <= 1'b1;
                  clrBuffer <= 1'b1;  
                end
                ESC_BUTTON: begin
                  temp_time <= 24'b0;
                  clrBuffer <= 1'b1;  
                end
              endcase
            end else begin
              temp_time <= hhmmss;  
            end
          end
          SET_ALARM_MODE: begin
            if (KeyCodeAvailable) begin
              case (KeyCode)
                ENTER_BUTTON: begin
                  new_time_hhmmss <= temp_time; 
                  ld_alarmreg <= 1'b1;  
                  clrBuffer <= 1'b1;  
                end
                ESC_BUTTON: begin
                  temp_time <= 24'b0;
                  clrBuffer <= 1'b1;  
                end
              endcase
            end else begin
              temp_time <= hhmmss;  
            end
          end
        endcase
      end
    end
  end
endmodule
--- /design/flow/run.sh ---
#!/bin/bash
# OpenROAD 26Q1-2900-gdf79404cd8, Yosys 0.63+post, stock flow scripts
make -C /OpenROAD-flow-scripts/flow DESIGN_CONFIG=/design/flow/config.mk WORK_HOME=/design/flow/orfs finish
--- /design/flow/config.mk ---
export PLATFORM = sky130hd
export DESIGN_NAME = clock_time_alarm_controller
export DESIGN_NICKNAME = clock_time_alarm_controller
export VERILOG_FILES = /design/flow/design.v
export SDC_FILE = /design/flow/constraint.sdc
export NUM_CORES = 4
export LEC_CHECK = 1
export CORE_UTILIZATION = 30
--- /design/flow/constraint.sdc ---
current_design clock_time_alarm_controller

set clk_period 3.6
set clk_io_pct 0.2

create_clock -name clk0 -period $clk_period [get_ports {clk}]

set non_clock_inputs [all_inputs -no_clocks]
set_input_delay [expr $clk_period * $clk_io_pct] -clock clk0 $non_clock_inputs
set_output_delay [expr $clk_period * $clk_io_pct] -clock clk0 [all_outputs]
==> run_summary.xml <==
<?xml version="1.0" encoding="UTF-8"?>
<metrics>
  <group name="hold_path">
    <metric name="worstHoldStart" unit="">temp_time[8]</metric>
    <metric name="hold-path-cell-count" unit="">0</metric>
    <metric name="min-delay-path-class" unit="">reg2reg</metric>
  </group>
  <group name="routing">
    <metric name="wire_per_inst" unit="um">16.0</metric>
    <metric name="drcViolationCount" unit="">0</metric>
    <metric name="vias" unit="">1923</metric>
    <metric name="postRouteWirelength" unit="um">6380</metric>
    <metric name="final_antenna_net_count" unit="">0</metric>
    <metric name="post_dr_vias_cell" unit="">4.81</metric>
    <metric name="route.antenna.diode_count" unit="">0</metric>
    <metric name="drt-initial-drc-count" unit="">72</metric>
    <metric name="drtPass1Iterations" unit="">4</metric>
  </group>
  <group name="synth">
    <metric name="syn-instance-count" unit="">191</metric>
    <metric name="syn_area" unit="sq um">2570</metric>
    <metric name="synth.cellmix.compoundShare" unit="%">29.2</metric>
    <metric name="ys_types" unit="">23</metric>
    <metric name="ys_cells" unit="">191</metric>
    <metric name="mean_instance_size_in_the_synthesized_netlist" unit="sq um">13.4</metric>
    <metric name="synth-area-yosys" unit="sq um">2570</metric>
    <metric name="synth_sequential_area_ratio" unit="%">56.3</metric>
    <metric name="xor_area_share" unit="%">1.27</metric>
    <metric name="mux_area_share" unit="%">0</metric>
    <metric name="yosysWarnings" unit="">1</metric>
    <metric name="ys_sh_simple" unit="%">5.41</metric>
    <metric name="seq_cells_post_synth" unit="">53</metric>
    <metric name="yosys.area_share.adder" unit="%">1.95</metric>
    <metric name="topCombFamilyByArea" unit="">AND-OR/OR-AND gates</metric>
  </group>
  <group name="clocking">
    <metric name="cts_hold_repair_buffers" unit="">0</metric>
    <metric name="maximum_level_of_the_cts_h_tree" unit="">2</metric>
    <metric name="cts.sinks" unit="">53</metric>
    <metric name="tritoncts" unit="">done</metric>
    <metric name="post_cts.repair.setup_buffers" unit="">0</metric>
    <metric name="clk_transition_reported_paths" unit="ns">0.10</metric>
    <metric name="buffer_depth_of_the_longest_clock_path" unit="">2</metric>
    <metric name="cts_buffers" unit="">5</metric>
    <metric name="cts_repair_resize_count" unit="">0</metric>
    <metric name="root_buf_cell" unit="">sky130_fd_sc_hd__clkbuf_8</metric>
    <metric name="clock_latency" unit="ns">0.30</metric>
  </group>
  <group name="setup_path">
    <metric name="critical-path-slowest-cell" unit="">sky130_fd_sc_hd__xnor2_2</metric>
    <metric name="timing_worst_setup_path_type" unit="">in2reg</metric>
    <metric name="crit_path_end_kind" unit="">flip-flop</metric>
    <metric name="critical-path-top-delay-family" unit="">buffers and inverters</metric>
    <metric name="worstPathArrival" unit="ns">2.88</metric>
    <metric name="worst_ep_required_time" unit="ns">3.78</metric>
    <metric name="cp_slowest_stage_delay" unit="ns">0.71</metric>
    <metric name="timing.reg2reg.worst_path_depth" unit="">4</metric>
    <metric name="worst-path-buf-inv" unit="">2</metric>
    <metric name="critPathLaunch" unit="">mode[1]</metric>
    <metric name="start_kind" unit="">input port</metric>
    <metric name="timing.critical_path.depth" unit="">5</metric>
    <metric name="worst_r2r_startpoint" unit="">last_mode[1]</metric>
    <metric name="worstPathMaxFanout" unit="">16</metric>
    <metric name="crit_chain" unit="">clkdlybuf4s50_1 &gt; xnor2_2 &gt; and2_2 &gt; buf_12 &gt; a31oi_1</metric>
  </group>
  <group name="sta">
    <metric name="unrepaired_setup_endpoints_after_global_routing" unit="">no</metric>
    <metric name="tightest_slew" unit="ns">0.829</metric>
    <metric name="final.setup.tns" unit="ns">0</metric>
    <metric name="maxClockFrequency" unit="MHz">370</metric>
    <metric name="finClkSkew" unit="ns">0.00868</metric>
    <metric name="report.final.hold_viol_count" unit="">0</metric>
    <metric name="timing.final.crit_period" unit="ns">2.70</metric>
    <metric name="slew_headroom" unit="%">44.4</metric>
    <metric name="timing.final.setup_violations" unit="">0</metric>
    <metric name="post-route-period-util" unit="%">75.1</metric>
    <metric name="timing_max_transition_violations_final" unit="">0</metric>
  </group>
  <group name="placed_design">
    <metric name="gp_congestion" unit="">0.762</metric>
    <metric name="dp_hpwl" unit="um">4560</metric>
    <metric name="io_buffer_count" unit="">105</metric>
  </group>
  <group name="global_route">
    <metric name="grt_pass1_wl" unit="um">9820</metric>
    <metric name="globalRouteOverflowTotal" unit="">0</metric>
    <metric name="first_global_vias" unit="">1850</metric>
    <metric name="antenna_found_initial" unit="">0</metric>
    <metric name="grt_use_total" unit="%">15.0</metric>
    <metric name="grt_start_max_net_pins" unit="">25</metric>
  </group>
  <group name="job">
    <metric name="number_of_logged_tool_warnings" unit="">28</metric>
    <metric name="drv.max_cap_violation_count" unit="">0</metric>
  </group>
  <group name="floorplanning">
    <metric name="fp_util" unit="%">31.1</metric>
    <metric name="floorplan.die_area" unit="sq um">8940</metric>
    <metric name="die-width" unit="um">94.5</metric>
    <metric name="rows" unit="">33</metric>
    <metric name="die_y" unit="um">94.5</metric>
    <metric name="design.portCount" unit="">108</metric>
    <metric name="coreArea" unit="sq um">8260</metric>
  </group>
  <group name="final_layout">
    <metric name="layout_top_cell" unit="">sky130_fd_sc_hd__clkdlybuf4s50_1</metric>
    <metric name="post_route_cells_drive_above_1_share" unit="%">14.6</metric>
    <metric name="layout_top_cells_excl_fill_tap" unit="">105 x sky130_fd_sc_hd__clkdlybuf4s50_1, 29 x sky130_fd_sc_hd__dfrtp_1</metric>
    <metric name="area_growth" unit="%">48.4</metric>
  </group>
  <group name="power">
    <metric name="p_leak" unit="nW">1.36</metric>
    <metric name="total_power" unit="mW">1.39</metric>
    <metric name="power_density" unit="nW/um^2">364</metric>
    <metric name="irDropWorstVdd" unit="V">0.000152</metric>
  </group>
  <group name="run_status">
    <metric name="run_status" unit="">finished, final reports clean</metric>
  </group>
</metrics>
==> through the flow <==
| step | worst slack (ns) | instances | hold WS [ns] | utilization, % | area (sq um) |
|---|---|---|---|---|---|
| floorplan | 0.129 | 191 | 0.419 | - | 2570 |
| global placement | 0.575 | 392 | 0.455 | 45.1 | 3720 |
| detailed placement | 0.569 | 392 | 0.457 | 45.1 | 3720 |
| CTS | 0.900 | 400 | 0.479 | 46.2 | 3810 |
| global route | 0.751 | 400 | 0.489 | 46.2 | 3810 |
| finish | 0.897 | 400 | 0.472 | 46.2 | 3810 |
==> routing by layer <==
layer  vias up  wire, um  global-route usage [%]
li1        909         -                       -
met2        75      3120                    23.9
met5         -         0                       0
met4         0        48                    1.64
met3         2       388                    2.45
met1       937      2820                    23.1
==> area by class of cell <==
class | instances | area [sq um]
clock buffer | 5 | 68.8
clock inverter | 3 | 17.5
fill | 752 | 4450
inverter | 7 | 26.3
multi-input combinational | 112 | 982
sequential | 53 | 1450
tap | 105 | 131
timing repair buffer | 115 | 1140
==> sequential cells by signal (all words and copies together), names as in the netlist <==
register,flops
clrBuffer,1
last_mode,2
ld_alarmreg,1
ld_timeofdayreg,1
new_time_hhmmss,24
temp_time,24
==> cell families (layout without fill, tap and decap cells) <==
logic type	after synthesis	in the layout
fa+ha+maj	4	4
flops	53	53
buf+inv	26	130
other cells	1	1
simple gates	33	33
compound gates	72	72
xor+xnor	2	2
==> cell usage after synthesis (all sizes together) <==
master,n,share of area (%)
a22oi,24,7.0
a31oi,24,18
and2,1,0.24
and2b,1,0.29
buf,8,3.1
clkbuf,11,1.6
conb,1,0.15
dfrtp,29,28
edfxtp,24,28
ha,4,1.9
inv,7,1.0
nand2,24,3.5
nand3,1,0.19
nand4,1,0.24
nor2,3,0.54
nor3,2,0.39
o21ai,24,4.7
xnor2,2,1.3
==> where the power goes <==
group	switching, mW	leakage (nW)	total (mW)	internal [mW]
Combinational	0.155	0.723	0.349	0.193
Sequential	0.0290	0.595	0.708	0.679
Clock	0.196	0.0439	0.331	0.135
==> final timing paths <==
check,endpoint,slack (ns)
min reg2reg,new_time_hhmmss[8],0.47
min,new_time_hhmmss[8],0.47
min in group asynchronous,temp_time[6],0.82
max in group asynchronous,temp_time[8],2.16
max,temp_time[8],0.90
max reg2reg,temp_time[8],1.48
No activity file was given, so power comes from the tool's default toggle rates.
